`/design/flow/design.v`:
```
module part5 (SW, HEX0);
  input [17:0] SW;  
  output [0:6] HEX0;  
  wire [2:0] M;
  mux_3bit_5to1 M0 (SW[17:15], SW[14:12], SW[11:9], SW[8:6], SW[5:3], SW[2:0], M);
  char_7seg H0 (M, HEX0);
endmodule
module mux_3bit_5to1 (S, U, V, W, X, Y, M);
  input [2:0] S, U, V, W, X, Y;
  output [2:0] M;
	wire [1:3] Mux1, Mux2, Mux3;	 
	assign Mux1[1] = (~S[0] & U[0]) | (S[0] & V[0]);
	assign Mux1[2] = (~S[0] & W[0]) | (S[0] & X[0]);
	assign Mux1[3] = (~S[1] & Mux1[1]) | (S[1] & Mux1[2]);
	assign M[0] = (~S[2] & Mux1[3]) | (S[2] & Y[0]);  
	assign Mux2[1] = (~S[0] & U[1]) | (S[0] & V[1]);
	assign Mux2[2] = (~S[0] & W[1]) | (S[0] & X[1]);
	assign Mux2[3] = (~S[1] & Mux2[1]) | (S[1] & Mux2[2]);
	assign M[1] = (~S[2] & Mux2[3]) | (S[2] & Y[1]);  
	assign Mux3[1] = (~S[0] & U[2]) | (S[0] & V[2]);
	assign Mux3[2] = (~S[0] & W[2]) | (S[0] & X[2]);
	assign Mux3[3] = (~S[1] & Mux3[1]) | (S[1] & Mux3[2]);
	assign M[2] = (~S[2] & Mux3[3]) | (S[2] & Y[2]);  
endmodule
module char_7seg (C, Display);
  input [2:0] C;  
  output [0:6] Display;  
	assign Display[0] = ~((~C[2] & ~C[1] & C[0]) | (~C[2] & C[1] & C[0])); 
	assign Display[1] = ~((~C[2] & ~C[1] & ~C[0]) | (~C[2] & C[1] & C[0])); 
	assign Display[2] = ~((~C[2] & ~C[1] & ~C[0]) | (~C[2] & C[1] & C[0])); 
	assign Display[3] = ~((~C[2] & ~C[1] & C[0]) | (~C[2] & C[1] & ~C[0]) |
		(~C[2] & C[1] & C[0])); 
	assign Display[4] = ~((~C[2] & ~C[1] & ~C[0]) | (~C[2] & ~C[1] & C[0]) | 
		(~C[2] & C[1] & ~C[0]) | (~C[2] & C[1] & C[0]));
	assign Display[5] = ~((~C[2] & ~C[1] & ~C[0]) | (~C[2] & ~C[1] & C[0]) | 
		(~C[2] & C[1] & ~C[0]) | (~C[2] & C[1] & C[0])); 
	assign Display[6] = ~((~C[2] & ~C[1] & ~C[0]) | (~C[2] & ~C[1] & C[0]));
endmodule
```
`/design/flow/run.sh`:
```
#!/bin/bash
# OpenROAD 26Q1-2900-gdf79404cd8, Yosys 0.63+post, stock flow scripts
make -C /OpenROAD-flow-scripts/flow DESIGN_CONFIG=/design/flow/config.mk WORK_HOME=/design/flow/orfs finish
```
`/design/flow/config.mk`:
```
export PLATFORM = sky130hd
export DESIGN_NAME = part5
export DESIGN_NICKNAME = part5
export VERILOG_FILES = /design/flow/design.v
export SDC_FILE = /design/flow/constraint.sdc
export NUM_CORES = 4
export LEC_CHECK = 1
export CORE_AREA = 10 10 70 70
export DIE_AREA = 0 0 80 80
```
`/design/flow/constraint.sdc`:
```
current_design part5

set clk_period 2.0
set clk_io_pct 0.2

create_clock -name clk0 -period $clk_period

set non_clock_inputs [all_inputs -no_clocks]
set_input_delay [expr $clk_period * $clk_io_pct] -clock clk0 $non_clock_inputs
set_output_delay [expr $clk_period * $clk_io_pct] -clock clk0 [all_outputs]
```
==> notes.md <==
fresh numbers from the pnr run: max incr delay on CP 0.51 ns, final tally of hold violations 0, Port-buffer cells 25, syn avg cell area 8.45 um^2, final-report setup violation count 1, Period minus WS final 2.04 ns, cell type group with the largest total delay on the critical path multiplexers, Synth Cell Area 203 um^2, tally of yosys warning messages 0, vias after detailed routing 291, ordered list of cells on the worst path buf_6, mux4_2, mux2i_4, inv_2, or3_1, buf_2, core outline area 0.00342 mm^2, post-layout util 0.144, Seq share, synth 0, run status complete, but fails checks, post-route cell area 493 um^2, crit-path max FO 2, hold crit path type input pin to primary output, transition time at the pin with the least slew margin 0.286 ns, number of library cell types mapped by synthesis 17, Post-Syn Instances 24, vias per std cell 3.03, f_max 490 MHz, relative slew slack 0.809, global-route wire length before repair 1470 um, Congestion Overflow GR 0, standard-cell row count 21, number of warnings in the stage logs 34, combinational gate area 196 um^2, yosys-reported design area after synthesis 203 um^2, least setup slack across all paths after layout -0.0410 ns, dominant non-sequential cell family after synthesis multiplexers, sequential cell area 0 um^2, Synth Area in Compound Gates 0.198, required time reported for the critical path endpoint 1.60 ns, post-synthesis share of cell area spent on and, or, nand and nor gates 0.235, antenna cell count 0, Pwr per Cell Area 207 mW/mm^2, overall power consumption 0.102 mW, final slew viol count 0, hold-fix buffers at CTS 0, final WL 967 um, Die Size 0.00640 mm^2, Post-DRT Antenna Nets 0, die span in x 80 um, initial standard-cell utilization of the core 0.0593, kind of start point of the critical path input pin, area share of fa/ha/maj cells after synthesis 0, Iter 0 DRT Violations 0, residual DRC count 0, global placer's final weighted congestion 0.799, worst voltage drop across the vdd grid 55.9 uV, worst endpoint data arrival time 1.64 ns, flip-flops 0, largest net degree at the start of global routing 6, total routing usage reported by global routing 0.0280, dominant cells by area after synthesis mux2i_1 (20%), mux2i_4 (11%), mux4_2 (11%), buf_4 (7.4%), nor2b_1 (6.2%), Slowest-stage cell, CP mux4_2, I/O pin cnt 25, antenna violations before repair 0, Crit path buffers/inverters 3, fraction of synthesized cell area taken by the top area cell type 0.198, post-layout period usage 1.02, Layout clock buffers 0, leakage power summed over all cells 0.229 nW, ys cells 24, standard cell area after detailed placement 514 um^2, capturing element type of the critical path primary output, vias in the first global route 318, Wirelength per Cell 10.1 um, cell type contributing the most total cell area after synthesis mux2i_1, setup repair after global routing missed its margin true, class of the most critical setup path input pin to primary output, share of post-route cells with drive strength above 1 0.440, Maximum Capacitance Violations 0, worst slack after detailed placement -0.863 ns, violations in the final reports setup timing, xor/xnor share of the synthesized area 0, final-layout fill cell count 414, multiplexer fraction of the synthesized cell area 0.420, height of the die 80 um, iteration count of the initial detailed-routing pass 1, area grow syn2layout 143%
kinds of logic (layout without fill, tap and decap cells):
| logic type | Yosys count | after routing |
|---|---|---|
| buf+inv | 4 | 30 |
| compound gates | 5 | 5 |
| simple gates | 9 | 9 |
| mux | 6 | 6 |
worst paths after layout:
| path | startpoint | endpoint | slack (ns) | cells after the start |
|---|---|---|---|---|
| max | SW[15] | HEX0[0] | -0.04 | 6 |
| min | SW[15] | HEX0[0] | 1.41 | 6 |
tightest hold or removal path, cell delays in order:
cell	delay (ns)
buf_6	0.07
mux4_2	0.23
mux2i_4	0.08
inv_2	0.05
or3_1	0.08
buf_2	0.09
routing by layer:
metal / GRT usage / routed length [um] / up-vias / share of wire
li1: - / - / 141 / -
met1: 0.0430 / 545 / 127 / 0.56
met2: 0.0345 / 260 / 23 / 0.27
met3: 0.0148 / 161 / 0 / 0.17
met4: 0 / 0 / 0 / 0
met5: 0 / 0 / - / 0
metrics by stage:
stage / setup TNS [ns] / cells / hold WS [ns]
floorplan: 0 / 24 / 0.892
global placement: -4.73 / 96 / 1.91
detailed placement: -4.79 / 96 / 1.92
CTS: -0.0461 / 96 / 1.42
global route: -0.261 / 96 / 1.46
finish: -0.0410 / 96 / 1.41
cells in the final DEF (no fill, tap or decap):
cell type	n
nor2b_1	1
mux2i_1	4
nand2_1	3
a22oi_2	1
nand2b_1	1
buf_6	2
or3_1	1
clkdlybuf4s15_1	2
dlygate4sd2_1	8
clkdlybuf4s50_1	3
inv_2	1
clkbuf_2	2
a211oi_2	1
o2bb2ai_1	1
mux4_2	1
nor2b_2	1
o211ai_1	1
buf_2	7
a22o_4	1
dlymetal6s2s_1	2
mux2i_4	1
nor2_2	1
buf_4	3
nand3b_1	1
synthesized netlist by cell type (all sizes together):
library cell	number
a211oi	1
inv	1
o211ai	1
a22oi	1
nand3b	1
nand2	3
nor2	1
nor2b	2
nand2b	1
o2bb2ai	1
a22o	1
mux4	1
buf	3
mux2i	5
or3	1
power breakdown:
group          switching (mW)  internal, mW
Combinational          0.0367        0.0655
Clock                       0             0
Sequential                  0             0
what timing repair did:
action	in CTS	in global routing
setup endpoints to repair	7	7
buffers inserted	1	0
pin swaps	6	2
resized	43	12
layout make-up:
class	instances	share of cell area
well taps	46	0.117
multi-input cells	20	0.398
repair buffers	29	0.477
inverters	1	0.00761
No activity file was given, so power comes from the tool's default toggle rates.
