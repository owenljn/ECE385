**flow/config.mk**
```make
export PLATFORM = sky130hd
export DESIGN_NAME = part7
export DESIGN_NICKNAME = part7
export VERILOG_FILES = /design/flow/design.v
export SDC_FILE = /design/flow/constraint.sdc
export NUM_CORES = 4
export LEC_CHECK = 1
export CORE_UTILIZATION = 30
```
**flow/constraint.sdc**
```tcl
current_design part7

set clk_period 3.0
set clk_io_pct 0.2

create_clock -name clk0 -period $clk_period

set non_clock_inputs [all_inputs -no_clocks]
set_input_delay [expr $clk_period * $clk_io_pct] -clock clk0 $non_clock_inputs
set_output_delay [expr $clk_period * $clk_io_pct] -clock clk0 [all_outputs]
```
**flow/design.v**
```verilog
module part7 (SW, HEX0, HEX1, HEX2, HEX3, HEX4, HEX5, HEX6, HEX7, LEDR, KEY);
  input [15:0] SW;
  input [1:0] KEY;
  output [15:0] LEDR;
  output [0:6] HEX0, HEX1, HEX2, HEX3, HEX4, HEX5, HEX6, HEX7;
  assign LEDR = SW;
  reg [15:0] A;
  wire [15:0] Q;
  always A = Q;
  Flip_Flop F15 (~KEY[1], SW[15], Q[15], ~KEY[0]);
  Flip_Flop F14 (~KEY[1], SW[14], Q[14], ~KEY[0]);
  Flip_Flop F13 (~KEY[1], SW[13], Q[13], ~KEY[0]);
  Flip_Flop F12 (~KEY[1], SW[12], Q[12], ~KEY[0]);
  Flip_Flop F11 (~KEY[1], SW[11], Q[11], ~KEY[0]);
  Flip_Flop F10 (~KEY[1], SW[10], Q[10], ~KEY[0]);
  Flip_Flop F9 (~KEY[1], SW[9], Q[9], ~KEY[0]);
  Flip_Flop F8 (~KEY[1], SW[8], Q[8], ~KEY[0]);
  Flip_Flop F7 (~KEY[1], SW[7], Q[7], ~KEY[0]);
  Flip_Flop F6 (~KEY[1], SW[6], Q[6], ~KEY[0]);
  Flip_Flop F5 (~KEY[1], SW[5], Q[5], ~KEY[0]);
  Flip_Flop F4 (~KEY[1], SW[4], Q[4], ~KEY[0]);
  Flip_Flop F3 (~KEY[1], SW[3], Q[3], ~KEY[0]);
  Flip_Flop F2 (~KEY[1], SW[2], Q[2], ~KEY[0]);
  Flip_Flop F1 (~KEY[1], SW[1], Q[1], ~KEY[0]);
  Flip_Flop F0 (~KEY[1], SW[0], Q[0], ~KEY[0]);
  HEX_7seg H7 (A[15:12], HEX7);
  HEX_7seg H6 (A[11:8], HEX6);
  HEX_7seg H5 (A[7:4], HEX5);
  HEX_7seg H4 (A[3:0], HEX4);
  HEX_7seg H3 (SW[15:12], HEX3);
  HEX_7seg H2 (SW[11:8], HEX2);
  HEX_7seg H1 (SW[7:4], HEX1);
  HEX_7seg H0 (SW[3:0], HEX0);
endmodule
module D_latch (Clk, D, Q, Rst);
  input D, Clk, Rst;
  output reg Q;
  always @ (D, Clk, Rst)
    if (Clk)
      Q = D;
	 else 
	   if (Rst)
	     Q = 0;
endmodule
module Flip_Flop (Clk, D, Q, Rst);
  input D, Clk, Rst;
  output Q;
  wire Qm;
  D_latch D0 (~Clk, D, Qm, Rst);
  D_latch D1 (Clk, Qm, Q, Rst);
endmodule
module HEX_7seg (M, HEX);
  input [15:0] M;
  output reg [0:6] HEX;
  always 
    begin
      case(M)
        0:HEX=7'b0000001;
        1:HEX=7'b1001111;
        2:HEX=7'b0010010;
        3:HEX=7'b0000110;
        4:HEX=7'b1001100;
        5:HEX=7'b0100100;
        6:HEX=7'b0100000;
        7:HEX=7'b0001111;
        8:HEX=7'b0000000;
        9:HEX=7'b0001100;
        10:HEX=7'b0001000;
        11:HEX=7'b1100000;
        12:HEX=7'b0110001;
        13:HEX=7'b1000010;
        14:HEX=7'b0110000;
        15:HEX=7'b0111000;
      endcase
    end
endmodule
```
**flow/run.sh**
```bash
#!/bin/bash
# OpenROAD 26Q1-2900-gdf79404cd8, Yosys 0.63+post, stock flow scripts
make -C /OpenROAD-flow-scripts/flow DESIGN_CONFIG=/design/flow/config.mk WORK_HOME=/design/flow/orfs finish
```
==> impl_metrics.json <==
{
  "unclocked_pins": 88,
  "die_w_microns": 105,
  "ys.flops": 88,
  "xor_share": 0.0249,
  "topCombFamilyByArea": "simple AND/OR/NAND/NOR gates",
  "arrival_ns": 2.48,
  "drt_pass1_iterations": 4,
  "hold_class": "input port to primary output",
  "p_seq_frac": 0.270,
  "maxSlewViolCount": 0,
  "flop_area_sq_mm": 0.00132,
  "required_ns": 2.40,
  "synthesis.area_sq_mm": 0.00317,
  "setup_viol": 3,
  "detail-route-antenna-nets": 0,
  "edf_count": 0,
  "period_minus_slack_ns": 3.08,
  "slowest_delay_ns": 0.47,
  "portBuffers": 90,
  "swShare": 0.364,
  "grt_busiest_layer": "met1",
  "coreArea_sq_mm": 0.0103,
  "rsz0062_at_grt": "yes",
  "synth_warnings": 11,
  "die_h_microns": 105,
  "fin_util": 0.430,
  "lay_top_count": "dlxtn_1",
  "p_int_mw": 0.242,
  "track_usage": 0.106,
  "relSlewSlack": 0.513,
  "nFillCells": 1036,
  "viasPerCell": 4.24,
  "gr-total-overflow": 0,
  "cts_hold_buf": 0,
  "crit_fanout": 15,
  "startpoint_type": "input port",
  "grt_pass1_wl_microns": 9980,
  "vdd_ir_drop_max_mv": 0.0617,
  "yosys-stat-area_sq_mm": 0.00317,
  "syn_area_per_cell_sq_um": 8.28,
  "setup_ws_ns": -0.0767,
  "netlist-cell-type-count": 42,
  "syn-instance-count": 383,
  "core_util_floorplan": 0.309,
  "drt_wl_total_microns": 5970,
  "drive_above_1_share": 0.0927,
  "clkPwrFrac": 0,
  "ys_top_cells_by_area": "dlxtn_1 (42%), nor2b_1 (4.7%), buf_4 (4.5%)",
  "ios": 90,
  "top_area_frac": 0.416,
  "critPathSlowestCell": "clkdlybuf4s50_1",
  "finalSetupTns_ns": -0.107,
  "report.power.total_mw": 0.380,
  "grt_antenna_before_repair": 0,
  "grt_use_met3": 0.00953,
  "yosys_most_used_dff": "dlxtn_1",
  "routedWlPerCell_microns": 9.45,
  "remaining_drc_errors": 0,
  "pwr-share-comb": 0.730,
  "cp_common_cell": "clkdlybuf4s50_1",
  "outcome": "finished with violations",
  "power.density_mw_per_mm2": 85.9,
  "yosysTopAreaCell": "dlxtn_1",
  "crit_buf_inv": 3,
  "maxCapViolCount": 0,
  "diodes": 0,
  "min_period_over_period": 1.03,
  "tool_warnings": 34,
  "logic_area_sq_mm": 0.00182,
  "ys_sh_aoi": 0.188,
  "post-dp-hpwl_microns": 4290,
  "rows": 37,
  "simple_gate_area_frac": 0.217,
  "violations": "negative setup slack",
  "async_flop_share": 0,
  "timing.fmax_ghz": 0.325,
  "path_delay_family": "buffers and inverters",
  "use_met2": 0.151,
  "path_class": "input port to primary output",
  "mux_area_frac": 0.0493,
  "dieArea_sq_mm": 0.0110,
  "grt_start_max_net_pins": 35,
  "crit_chain": "clkdlybuf4s50_1 -> buf_6 -> nor2b_4 -> o2bb2ai_1 -> mux2_2 -> dlxtn_1 -> clkdlybuf4s50_1",
  "syn_to_final_growth_pct": 39.5,
  "end_kind": "primary output",
  "gp_congestion": 0.802,
  "fa_ha_area_frac": 0,
  "via_count": 2679,
  "drtIter0Drc": 94,
  "grt_pass1_vias": 2156,
  "switchingPower_mw": 0.138,
  "timing_hold_violations_final": 0,
  "untimed_endpoints": 116,
  "ys_cells": 383,
  "use_met1": 0.184,
  "layout.cells.most_common_list": "dlxtn_1 (87), clkdlybuf4s50_1 (77), conb_1 (56)",
  "p_leak_nw": 1.93,
  "worstMarginPinSlew_ns": 0.729
}
[synthesized netlist by cell type, drive strengths merged (3+ instances only)]
cell type   n
a21oi      19
nor3b       6
and2       17
a211oi      6
inv         7
dlxtn      88
a21o        5
nor2b      24
o31ai       6
mux2i      10
nand2      11
buf        38
nand4b     10
o21a        3
a22o        3
nand2b     13
nor2        9
nor3        8
mux2        5
o22ai       5
clkbuf     15
nand3       8
a31oi      11
o21ai      28
o2bb2ai     7
xor2        7
[state kept, by name, indices dropped and copies added, names as in the netlist, 7 cells and up]
name and count:
H0.HEX 7, H1.HEX 7, H2.HEX 7, H3.HEX 7, H4.HEX 7, H5.HEX 7
H6.HEX 7, H7.HEX 7
[power groups by stage]
stage	combinational [mW]	clock (mW)	sequential, mW
4_1_cts	0.273	0	0.103
5_1_grt	0.311	0	0.107
6_report	0.277	0	0.102
[layout make-up]
type | count | area share
Multi-Input combinational cell | 290 | 0.411
Inverter | 7 | 0.00594
Tap cell | 136 | 0.0385
Timing Repair Buffer | 111 | 0.245
Sequential cell | 88 | 0.299
[per-layer routing]
metal	share of wire	up-vias	wire, microns
met2	0.40	61	2410
met3	0.050	0	300
met5	0	-	0
met1	0.55	1136	3260
li1	-	1482	-
met4	0	0	0
[final timing paths]
check | start | endpoint | slack [ns] | cells past startpoint
worst min-delay path | SW[2] | LEDR[2] | 1.74 | 2
worst max-delay path | SW[5] | HEX1[0] | -0.08 | 7
[through the flow]
step,hold slack (ns),cells,setup slack (ns),area (sq um)
global route,1.76,632,-0.170,4420
finish,1.74,632,-0.0767,4420
global placement,2.03,625,-0.323,4250
floorplan,1.27,438,0.758,3380
CTS,1.72,633,-0.0745,4400
detailed placement,2.02,625,-0.334,4250
[timing repair]
item | in CTS | in global routing
buffers inserted | 0 | 1
gates resized | 54 | 22
endpoints found under the setup margin | 26 | 15
pin swaps | 1 | 2
cloned | 8 | 1
hold endpoints to repair | 0 | 0
[cell families after synthesis]
logic type,count (synthesis)
AND/OR/NAND/NOR,114
latches,88
multiplexers,15
AND-OR/OR-AND,96
XOR/XNOR,9
other,1
buffers and inverters,60
Power figures rest on the tool's default switching activity, not on a simulated workload.
