===== design/flow/design.v =====
module part6(SW, LEDR, LEDG, HEX2, HEX1, HEX0);
  input [16:0] SW;
  output [15:0] LEDR;
  output [8:0] LEDG;
  output [6:0] HEX2, HEX1, HEX0;
  assign LEDR = SW;
  reg [4:0] T0, T1;
  reg [3:0] Z0, Z1, S0, S1, S2;
  reg c1, c2;
  always
   begin
	  T0 = SW[11:8] + SW[3:0];
	  if(T0 > 9) begin
	    Z0 = 10;
		 c1 = 1;
	  end else begin
	    Z0 = 0;
		 c1 = 0;
	  end
	  S0 = T0 - Z0;
	  T1 = SW[15:12] + SW[7:4] + c1;
	  if(T1>9) begin
	    Z1 = 10;
		 c2 = 1;
	  end else begin
	    Z1 = 0;
		 c2 = 0;
	  end
	  S1 = T1 - Z1;
	  S2 = c2;
	end
  decoder_7seq D0 (S0, HEX0);
  decoder_7seq D1 (S1, HEX1);
  decoder_7seq D2 (S2, HEX2);
endmodule
module decoder_7seq(M, HEX0);
  input [3:0] M;
  output [6:0] HEX0;
  assign HEX0[0] = (~M[3] & ~M[2] & ~M[1] & M[0])|(~M[3] & M[2] & ~M[1] & ~M[0]);
  assign HEX0[1] = (~M[3] & M[2] & ~M[1] & M[0])|(~M[3] & M[2] & M[1] & ~M[0]);
  assign HEX0[2] = (~M[3] & ~M[2] & M[1] & ~M[0]);
  assign HEX0[3] = (~M[3] & ~M[2] & ~M[1] & M[0])|(~M[3] & M[2] & ~M[1] & ~M[0])|
                   (~M[3] & M[2] & M[1] & M[0])|(M[3] & ~M[2] & ~M[1] & M[0]);
  assign HEX0[4] = ~((~M[2] & ~M[1] & ~M[0])|(~M[3] & M[1] & ~M[0]));
  assign HEX0[5] = (~M[3] & ~M[2] & ~M[1] & M[0])|(~M[3] & ~M[2] & M[1] & ~M[0])|
						 (~M[3] & ~M[2] & M[1] & M[0])|(~M[3] & M[2] & M[1] & M[0]);
  assign HEX0[6] = (~M[3] & ~M[2] & ~M[1] & ~M[0])|(~M[3] & ~M[2] & ~M[1] & M[0])|
                   (~M[3] & M[2] & M[1] & M[0]);
endmodule

===== design/flow/run.sh =====
#!/bin/bash
# OpenROAD 26Q1-2900-gdf79404cd8, Yosys 0.63+post, stock flow scripts
make -C /OpenROAD-flow-scripts/flow DESIGN_CONFIG=/design/flow/config.mk WORK_HOME=/design/flow/orfs finish

===== design/flow/config.mk =====
export PLATFORM = sky130hd
export DESIGN_NAME = part6
export DESIGN_NICKNAME = part6
export VERILOG_FILES = /design/flow/design.v
export SDC_FILE = /design/flow/constraint.sdc
export NUM_CORES = 4
export LEC_CHECK = 1
export CORE_AREA = 10 10 70 70
export DIE_AREA = 0 0 80 80

===== design/flow/constraint.sdc =====
current_design part6

set clk_period 8.5
set clk_io_pct 0.2

create_clock -name clk0 -period $clk_period

set non_clock_inputs [all_inputs -no_clocks]
set_input_delay [expr $clk_period * $clk_io_pct] -clock clk0 $non_clock_inputs
set_output_delay [expr $clk_period * $clk_io_pct] -clock clk0 [all_outputs]

==> flow_summary_export.csv <==
group,metric,value,unit
global_routing,grt_pass1_vias,1017,
floorplanning,fp_util,32.9,%
synthesis,synth_seq_share,0,%
sta,maxSlewHeadroom,65.5,%
min_path,min_from,"SW[15]",
power_and_ir_drop,p_leak,0.701,nW
synthesis,yosysUniqueCellTypes,48,
cells_and_area,fillers,332,
power_and_ir_drop,power,0.232,mW
synthesis,syn-cell-area,1120,um2
run_status,outcome,"completed",
sta,worst_pin_slew,510,ps
cells_and_area,ff_count,0,
global_routing,busiest_layer,"met2",
placement,dp_hpwl,2.29,mm
global_routing,grt_use_met3,2.16,%
global_routing,use_met1,11.0,%
floorplanning,fp.dieW,80,um
power_and_ir_drop,p_switching,0.0895,mW
placement,place_congestion,0.898,
global_routing,grt.total_usage,7.93,%
power_and_ir_drop,pwr-share-comb,100.0,%
power_and_ir_drop,p_clk_share,0,%
power_and_ir_drop,power_density,142,nW/um2
synthesis,yosys_area,1120,um2
placement,port_buffers,50,
min_path,hp-class,"in -> out",
detailed_routing,routed-via-count,1057,
cells_and_area,drive_gt1_share,22.1,%
detailed_routing,viasPerCell,4.48,
worst_setup_path,cp_data_required_time,6800,ps
floorplanning,dieArea,6400,um2
detailed_routing,num_antenna_cells,0,
floorplanning,die.size.y,80,um
detailed_routing,dr.pass1.iters,4,
sta,period_used_share,96.5,%
global_routing,met2_usage,12.8,%
detailed_routing,wl_per_cell,11.4,um
synthesis,syn_inst,153,
synthesis,ys_cells,153,
detailed_routing,drtIter0Drc,41,
worst_setup_path,path_max_fanout,3,
worst_setup_path,critical_path_class,"in -> out",
min_path,hold_depth,2,
sta,hold_slack,4230,ps
floorplanning,io_pins,63,
global_routing,grt_pass1_wl,4.49,mm
sta,finalHoldViolCount,0,
global_routing,antenna_found_initial,0,
cells_and_area,regArea,0,um2
floorplanning,core.rowCount,21,
worst_setup_path,endpoint_kind,"output pin",
synthesis,ys_warn_count,10,
detailed_routing,drt-total-wl,2.68,mm
global_routing,grt_max_degree,11,
cells_and_area,combGateArea,925,um2
power_and_ir_drop,swShare,38.6,%
power_and_ir_drop,p_seq_share,0,%
floorplanning,core,3420,um2
synthesis,syn_avg_cell_area,7.34,um2
job,warning_count,33,
sta,period_minus_slack,8200,ps
cells_and_area,clkbuf_count,0,
sta,slew_viol_final,0,
global_routing,overflow,0,
detailed_routing,drc,0,
min_path,min_to,"LEDR[15]",
cells_and_area,areaGrowthSynthToFinish,45.2,%
power_and_ir_drop,peakVddDrop,0.0000505,V
detailed_routing,ant_nets,0,
sta,fmaxAchievable,122,MHz
sta,rsz0062_at_grt,"no",
worst_setup_path,critPathArrivalTime,6500,ps
job,maxCapViolCount,0,
sta,setup_tns,0,ps
sta,finalSetupViolations,0,
worst_setup_path,worstSetupStartpointType,"primary input",
power_and_ir_drop,internal_power,0.142,mW
[per-stage QoR]
step	setup slack, ps	util, %	instances	instance area [um2]
floorplan	630	-	163	1160
global placement	-231	45.5	236	1560
detailed placement	-185	45.5	236	1560
CTS	39.4	46.7	237	1600
global route	15.5	47.7	236	1630
finish	296	47.7	236	1630
[power groups by stage]
stage / Combinational, mW / Clock [mW] / Sequential [mW]
5_1_grt: 0.260 / 0 / 0
6_report: 0.232 / 0 / 0
4_1_cts: 0.229 / 0 / 0
[what timing repair did]
action                                  in CTS  in global routing
hold buffers                                 0                  0
setup buffers                                1                  0
gates resized                               11                  9
pin swaps                                    7                 11
endpoints found under the setup margin       1                  2
[cells in the mapped netlist (2+ instances only)]
master    number  area (um2)
nor2_1        11        41.3
o21ai_0        5        25.0
buf_4         32         240
fa_1           3        60.1
xor2_1         5        43.8
clkbuf_1       2        7.51
nor2b_1        4        25.0
nand3_1        4        20.0
a21oi_1        9        45.0
nor3_1         3        15.0
and3_1         2        12.5
inv_1         11        41.3
nand3b_1       2        15.0
nand2_1       11        41.3
or2_2          2        12.5
or3_1          2        12.5
conb_1         2        7.51
ha_1          11         138
or3b_1         3        26.3
[kinds of logic after synthesis]
kind of cell	Yosys count	share of synthesized area, %
fa+ha+maj	14	17.6
xor+xnor	8	8.58
buf+inv	48	27.5
compound gates	27	18.6
other cells	2	0.669
simple gates	54	27.0
[worst max path at each step]
| stage | to | startpoint | cells past startpoint |
|---|---|---|---|
| 6_report | HEX1[3] | SW[8] | 22 |
| 4_1_cts | HEX1[3] | SW[0] | 22 |
| 5_1_grt | HEX1[3] | SW[8] | 24 |
[critical path, stage by stage]
cell,delay [ps]
clkdlybuf4s50_1,480
ha_2,180
inv_1,50
fa_2,550
nand3b_1,90
a21oi_2,150
nor2_2,60
nor2_2,90
fa_2,220
inv_2,40
fa_2,330
or3b_4,390
o21ai_2,130
a221oi_2,80
or2_4,260
ha_2,180
ha_4,210
or4b_4,480
a41oi_2,160
or3b_1,120
a31o_1,90
clkdlybuf4s50_1,460
[per-layer routing]
metal | vias up | part of all wire (%)
met5 | - | 0
met1 | 468 | 47
met3 | 0 | 8.4
li1 | 558 | -
met2 | 31 | 45
met4 | 0 | 0
[layout by cell type, fill, tap and decap left out, drive strengths merged, types with 3 or more instances in the layout]
cell            n
or3b            3
nor2           12
ha             11
nor3            3
xor2            6
inv            11
buf            14
nor2b           5
fa              3
nand3           4
nand2          11
conb           12
o21ai           5
clkdlybuf4s50  50
a21oi           9
[final cells by class]
cell class	instances	area share, %
multi-input combinational	115	56.8
timing repair buffer	64	37.2
tap	46	3.53
inverter	11	2.53
No activity file was given, so power comes from the tool's default toggle rates.
